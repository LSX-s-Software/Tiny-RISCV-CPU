`/design/flow/config.mk`:
```
export PLATFORM = sky130hd
export DESIGN_NAME = MULTI_CH32
export DESIGN_NICKNAME = MULTI_CH32
export VERILOG_FILES = /design/flow/design.v
export SDC_FILE = /design/flow/constraint.sdc
export NUM_CORES = 4
export LEC_CHECK = 1
export CORE_AREA = 10 10 165 165
export DIE_AREA = 0 0 175 175
```
`/design/flow/constraint.sdc`:
```
current_design MULTI_CH32

set clk_period 10.2
set clk_io_pct 0.2

create_clock -name clk0 -period $clk_period [get_ports {clk}]

set non_clock_inputs [all_inputs -no_clocks]
set_input_delay [expr $clk_period * $clk_io_pct] -clock clk0 $non_clock_inputs
set_output_delay [expr $clk_period * $clk_io_pct] -clock clk0 [all_outputs]
```
`/design/flow/design.v`:
```
`timescale 1ns / 1ps
module MULTI_CH32(
  input clk,               
  input rst,               
  input EN,                
  input[5:0]  ctrl,        
  input[31:0] data0,       
  input[31:0] data1,       
  input[31:0] data2,       
  input[31:0] data3,       
  input[31:0] data4,       
  input[31:0] data5,       
  input[31:0] data6,       
  input[31:0] data7,       
  input[31:0] reg_data,    
  output reg [31:0] seg7_data  
);
  reg[31:0] disp_data = 32'hAA5555AA;  
  always @(*)
  casex(ctrl)  
      6'b000000: seg7_data = disp_data;
      6'b000001: seg7_data = data1;
      6'b000010: seg7_data = data2;
      6'b000011: seg7_data = data3;
      6'b000100: seg7_data = data4;
      6'b000101: seg7_data = data5;
      6'b000110: seg7_data = data6;
      6'b000111: seg7_data = data7;
      6'b001xxx: seg7_data = 32'hFFFFFFFF;
      6'b01xxxx: seg7_data = 32'hFFFFFFFF;
      6'b1xxxxx: seg7_data = reg_data;
  endcase
  always @(posedge rst, posedge clk) begin
    if (rst)
      disp_data <= 32'hAA5555AA;
    else begin
      if(EN)
        disp_data <= data0;
      else
        disp_data <= disp_data;
    end
  end
endmodule
```
`/design/flow/run.sh`:
```
#!/bin/bash
# OpenROAD 26Q1-2900-gdf79404cd8, Yosys 0.63+post, stock flow scripts
make -C /OpenROAD-flow-scripts/flow DESIGN_CONFIG=/design/flow/config.mk WORK_HOME=/design/flow/orfs finish
```
==> Slide: Implementation Results <==
Run Summary

Power and ir drop
  • Peak supply drop: 0.00004543 V
  • P_leak: 0.002757 uW
  • Cell Pwr Density: 75.41 nW/um^2

Hold path
  • Cells on Worst Hold Path: 1
  • Hold WC Path Type: flop to flop

Floorplanning
  • Die width: 175 um
  • Initial Utilization: 15.47%
  • Die height: 175 um
  • Site row count: 56
  • I/O pin cnt: 329
  • Core Area: 23540 sq um
  • DIE AREA: 30630 sq um

Placement
  • Cell Area, Placed: 7177 sq um
  • Routability cong.: 0.8439
  • Port bufs: 328
  • Post-DP HPWL: 18180 um

Worst setup path
  • Critical path arrival: 5110 ps
  • CP Capture Point: seg7_data[1]
  • CP Max Fanout: 18
  • CP Launch Type: input port
  • R2R depth: 1
  • R2r setup slk: 9420 ps
  • Critical Path Start: ctrl[4]
  • R2R Path Start: disp_data[15]
  • Crit path DRT: 8160 ps
  • Crit Path Category: input port to output pin
  • R2R Path End: disp_data[15]
  • Crit. End Element: output pin

Clock network
  • Clk buf depth: 2
  • CTS Hold Bufs: 0
  • Clk latency late pin: 280 ps
  • H-tree levels: 2
  • Clock tree sinks: 32
  • Reg clk slew, reported paths: 60 ps
  • CTS resizes: 0
  • TritonCTS Buffers: 5
  • Clock Root Buffer: clkbuf_16
  • TritonCTS clock tree: built
  • Setup repair bufs after CTS: 0

Yosys
  • Asr flop ratio synth: 100.0%
  • Share of the synthesized area in the top cell type: 16.77%
  • Post-synth EDFFs: 0
  • Yosys Chip Area: 3641 sq um
  • Yosys cell count: 412
  • Count of unique library cells instantiated by Yosys: 30
  • Mean Syn Cell Area: 8.837 sq um
  • Area leader, netlist: mux2i_1
  • Ys flop type: dfstp_2
  • Sequential area share after synthesis: 22.54%
  • Gate Count Post-Synth: 412
  • #FFs+latches synth: 32
  • Synth top area cells: mux2i_1 (17%), dfstp_2 (12%), dfrtp_1 (11%)
  • Commonest cells in the netlist: mux2i_1 (61), mux2_2 (35), nand2b_1 (32), nor2_1 (32), nor3_1 (32)
  • Mapped cell area: 3641 sq um
  • Most frequent cell after synthesis: mux2i_1
  • Synth warn: 1

Drt
  • DRC: 0
  • DR vias/cell: 4.527
  • Antenna viol nets, final: 0
  • Drt first pass iters: 4
  • N_diodes: 0
  • Starting DRC count in detailed routing: 148
  • DR WL/cell: 22.67 um
  • Final wirelength: 23380 um
  • DR vias: 4667

Final timing
  • Worst clock skew: 0 ps
  • RSZ-0062 raised after global routing: false
  • TNS Setup: 0 ps
  • Slew headroom: 41.43%
  • Final Critical Period: 7146 ps
  • Final period utilization: 70.06%
  • Final hold violation count: 0
  • Fmax: 0.1399 GHz
  • Worst Max-Slew Pin Slew: 875.5 ps
  • Final setup fails: 0
  • Fin. max-slew vios: 0

Global routing
  • First-pass GRT wire length: 33620 um
  • M1 GR Usage: 18.19%
  • GRT met2 Usage: 24.66%
  • Vias in the first global route: 5096
  • Initial antenna violation count: 0
  • Global Route Usage Sum: 14.61%
  • GRT busiest layer: met2
  • Remaining Overflow, GRT: 0
  • Met3 Use GR: 4.620%
  • Largest net degree at the start of global routing: 55

Status
  • Status: completed

Finish
  • Layout cells sized above 1: 12.64%
  • Post-route design area: 7323 sq um
  • Post-layout util: 31.11%
  • Layout area overhead: 101.1%
  • Biggest register: disp_data
  • Number of flip-flops in the largest register: 32
  • Top flop regs: disp_data (32)

Run
  • Max-cap violations: 0
  • Log Warnings: 25
-- logic make-up after synthesis --
kind of cell / synth area share, %
simple gates: 15.67
buf+inv: 6.288
mux: 27.59
flops: 22.54
compound gates: 27.90
-- final cells by class --
cell class	count	area, sq um
Inverter	2	7.507
Sequential cell	32	820.8
Tap cell	319	399.1
Clock buffer	8	146.4
Multi-Input combinational cell	331	2604
Fill cell	2509	16220
Timing Repair Buffer	339	3346
-- layout by cell type (no fill, tap or decap), types with 4 or more instances in the layout --
cell type	Yosys	final
nand2b_1	32	32
o22a_1	29	29
mux2_2	35	35
o22ai_1	19	19
a21oi_1	29	29
dfstp_2	16	16
o22ai_2	10	10
dfrtp_1	16	16
a221o_1	29	29
clkbuf_16	0	5
nor3_1	32	32
buf_2	15	4
mux2i_1	61	61
clkdlybuf4s50_1	0	324
nor2_1	32	32
buf_4	0	11
-- routing by layer --
metal	up-vias	wire length, um
met5	-	0
met3	20	1959
met1	2196	9707
met2	261	11340
met4	0	373
li1	2190	-
-- how the worst min path moves through the flow --
stage | startpoint | slack (ps) | end
after CTS | disp_data[4] | 520 | disp_data[4]
after global routing | disp_data[19] | 530 | disp_data[19]
final | disp_data[4] | 510 | disp_data[4]
-- metrics by stage --
stage | hold WS [ps] | worst slack [ps] | total power (uW) | instances
2_1_floorplan | 481.3 | 4715 | 230.2 | 412
6_report | 509.5 | 3054 | 552.2 | 1031
3_3_place_gp | 497.6 | 2971 | 395.7 | 1023
3_5_place_dp | 499.5 | 2990 | 395.6 | 1023
5_1_grt | 530.3 | 2817 | 586.4 | 1031
4_1_cts | 515.7 | 2975 | 563.7 | 1031
-- worst max-delay path, stage by stage --
cell	delay, ps
clkdlybuf4s50_1	390
or3_2	700
nor3_4	690
buf_4	420
a221oi_1	160
a31oi_1	200
clkdlybuf4s50_1	490
-- power breakdown --
part           switching, uW  leakage [uW]  internal (uW)
Sequential              7.59      0.000355            145
Clock                   62.9     0.0000712           97.6
Combinational           77.8       0.00233            162
Power is estimated from default activity; no workload was simulated.
