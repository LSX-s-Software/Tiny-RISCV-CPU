**flow/config.mk**
```make
export PLATFORM = sky130hd
export DESIGN_NAME = MIO_BUS
export DESIGN_NICKNAME = MIO_BUS
export VERILOG_FILES = /design/flow/design.v
export SDC_FILE = /design/flow/constraint.sdc
export NUM_CORES = 4
export LEC_CHECK = 1
export CORE_AREA = 10 10 104 104
export DIE_AREA = 0 0 114 114
```
**flow/constraint.sdc**
```tcl
current_design MIO_BUS

set clk_period 5.5
set clk_io_pct 0.2

create_clock -name clk0 -period $clk_period

set non_clock_inputs [all_inputs -no_clocks]
set_input_delay [expr $clk_period * $clk_io_pct] -clock clk0 $non_clock_inputs
set_output_delay [expr $clk_period * $clk_io_pct] -clock clk0 [all_outputs]
```
**flow/design.v**
```verilog
`timescale 1ns / 1ps
module MIO_BUS(
    input mem_w,
    input [15:0]  sw_i,                
    input [31:0]  cpu_data_out,        
    input [31:0]  cpu_data_addr,       
    input [2:0]   cpu_data_amp,        
    input [31:0]  ram_data_out,        
    output reg [31:0]  cpu_data_in,    
    output reg [31:0]  ram_data_in,    
    output reg [32-1:0] ram_addr,       
    output reg [31:0]  cpuseg7_data,   
    output reg         ram_we,         
    output reg [2:0]   ram_amp,        
    output reg         seg7_we         
);
  always @(*) begin
    ram_addr = 32'h0;
    ram_data_in = 32'h0;
    cpuseg7_data = 32'h0;
    cpu_data_in = 32'h0;
    seg7_we = 0;
    ram_we = 0;
    ram_amp = 3'b0;
    case(cpu_data_addr[31:0])
      32'hffff0004:  
        cpu_data_in = {16'h0, sw_i};
      32'hffff000c: begin  
        cpuseg7_data = cpu_data_out;
        seg7_we = mem_w;
      end
      default: begin
        ram_addr = cpu_data_addr;
        ram_data_in = cpu_data_out;
        ram_we = mem_w;
        ram_amp = cpu_data_amp;
        cpu_data_in = ram_data_out;
      end
    endcase
  end
endmodule
```
**flow/run.sh**
```bash
#!/bin/bash
# OpenROAD 26Q1-2900-gdf79404cd8, Yosys 0.63+post, stock flow scripts
make -C /OpenROAD-flow-scripts/flow DESIGN_CONFIG=/design/flow/config.mk WORK_HOME=/design/flow/orfs finish
```
==> impl_metrics.yaml <==
# yosys + openroad results
final_layout:
  clkbuf_count: 0
  drive_above_1_share_pct: 6.01
  area_delta_synth_final_pct: 207
  final_area_sq_um: 3690
  register_area_sq_um: 0
  instances_no_fill: 524
  flops: 0
synthesis:
  synth_warnings: 1
  ys_cells: 197
  synthCells: 197
  netlist.top_cell.by_area: "and2_1"
  synthTopCellsByArea: "and2_1 26%, and3_1 17%, and2_4 15%"
  syn_area_sq_um: 1200
  synth.distinct_cells: 16
  ys_top_cells_by_count: "50 x and2_1, 33 x and3_1, 29 x o21ai_0"
  syn_avg_cell_area_sq_um: 6.10
  ys_seq_share_pct: 0
  yosysChipArea_sq_um: 1200
  top_area_share_pct: 26.0
  synth.most_common_cell: "and2_1"
place:
  pre_cts_ws_ns: 0.799
  post_dp_cell_area_sq_um: 3690
  dp_cells: 524
  gp_congestion: 0.780
  port_buffers: 249
  dpl.hpwl_mm: 7.79
grt:
  grt-ovfl-total: 0
  grt_max_degree: 87
  grt_pass1_wl_mm: 13.4
  antenna_found_initial: 0
  grt_pass1_vias: 2272
  gr-usage-all-layers_pct: 12.7
clock_network:
  hold_buffers: 0
  cts_resized: 0
  postCtsSetupBuffers: 0
critical_path:
  critical_path.top_delay_family: "simple AND/OR/NAND/NOR gates"
  cp_slowest_cell: "or4_1"
  arrival_ns: 3.56
  setup.worst_path.end: "cpu_data_in[0]"
  cp_common_cell: "clkdlybuf4s50_1"
  max_stage_delay_ns: 0.55
  cp.depth: 6
  start_kind: "primary input"
  worstPathCellList: "clkdlybuf4s50_1 -> nand4_1 -> or4_1 -> or2_4 -> o21ai_0 -> clkdlybuf4s50_1"
  startpoint: "cpu_data_addr[18]"
  path_max_fanout: 86
  cp.required_ns: 4.40
  worstSetupPathType: "in2out"
  crit_path_end_kind: "output pin"
  crit_buf_inv: 2
final_timing:
  layout_min_cycle_time_ns: 4.66
  timing.fmax_ghz: 0.215
  setup_ws_ns: 0.842
  rsz0062_at_grt: "no"
  tightest_slew_ns: 0.766
  final-setup-viol-count: 0
  final.setup.tns_ns: 0
  maxSlewHeadroom_pct: 48.9
  hold_viol: 0
  slew_violations: 0
  fin_hold_ws_ns: 3.02
  min_period_over_period_pct: 84.7
floorplan:
  die_area_sq_um: 13000
  core-area_sq_um: 8680
  io_pins: 249
  die_height_um: 114
  std_cell_rows: 34
  die_x_um: 114
  fp_util_pct: 13.9
route:
  drt_drc_violations_left: 0
  num_vias: 2142
  diodes: 0
  dr.first_iter.drc_count: 89
  wl_per_cell_um: 17.4
  wl_mm: 9.09
  drt-pass1-iter-count: 2
  ant_nets: 0
  via_per_inst: 4.09
run_status:
  status: "finished clean"
flow_run:
  maxCapViolCount: 0
  warnings: 32
power_and_ir_drop:
  ir_drop_uv: 28.0
  leakagePower_nw: 1.46
  power.density_nw_per_um2: 52.7
worst_hold_path:
  hp-class: "in2out"
[layout by cell type, fill, tap and decap left out, drive strengths merged, types with 2 or more instances in the layout]
cell type,count
buf,4
and2,70
clkdlybuf4s50,249
and3,33
nor4b,2
nor4,2
nand2b,16
nand4,4
o21ai,32
[worst min path at each step]
stage / endpoint / from / cells after the start / slack, ns
after CTS: ram_addr[8] / cpu_data_addr[8] / 2 / 3.03
after global routing: ram_addr[8] / cpu_data_addr[8] / 2 / 3.05
final: ram_addr[8] / cpu_data_addr[8] / 2 / 3.02
[kinds of logic (layout without fill, tap and decap cells)]
family	Yosys count	in the layout	share of synthesized area, %
buf+inv	34	253	13.9
simple gates	131	131	72.7
compound gates	32	32	13.3
[layer usage]
metal	vias up	GRT usage [%]	share of wire [%]	wire length, um
met5	-	0	0	0
met4	0	0	0	0
met3	0	7.44	14	1300
met2	133	23.3	50	4590
met1	918	13.0	35	3200
li1	1091	-	-	-
[power by group]
group	switching, mW	internal [mW]
Sequential	0	0
Combinational	0.0390	0.156
Clock	0	0
Total	0.0390	0.156
[layout make-up]
type / count / area (sq um)
fill: 889 / 4990
multi-input combinational: 163 / 1030
tap: 108 / 135
timing repair buffer: 253 / 2520
[per-stage QoR]
| stage | util, % | total power, mW |
|---|---|---|
| after floorplan | - | 0.0309 |
| after global placement | 42.5 | 0.198 |
| after detailed placement | 42.5 | 0.198 |
| after CTS | 42.5 | 0.199 |
| after global routing | 42.5 | 0.212 |
| final | 42.5 | 0.195 |
Power and IR drop assume default switching activity.
