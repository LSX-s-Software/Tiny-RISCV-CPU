File: /design/flow/config.mk
export PLATFORM = sky130hd
export DESIGN_NAME = SEG7x16
export DESIGN_NICKNAME = SEG7x16
export VERILOG_FILES = /design/flow/design.v
export SDC_FILE = /design/flow/constraint.sdc
export NUM_CORES = 4
export LEC_CHECK = 1
export CORE_UTILIZATION = 50
File: /design/flow/constraint.sdc
current_design SEG7x16

set clk_period 2.6
set clk_io_pct 0.2

create_clock -name clk0 -period $clk_period [get_ports {clk}]

set non_clock_inputs [all_inputs -no_clocks]
set_input_delay [expr $clk_period * $clk_io_pct] -clock clk0 $non_clock_inputs
set_output_delay [expr $clk_period * $clk_io_pct] -clock clk0 [all_outputs]
File: /design/flow/design.v
`timescale 1ns / 1ps
module SEG7x16(
  input clk,
  input rst,
  input cs,
  input [31:0] i_data,
  output [7:0] o_seg,
  output [7:0] o_sel
);
  reg [14:0] cnt;
  always @ (posedge clk, posedge rst)
    if (rst)
      cnt <= 0;
    else
      cnt <= cnt + 1'b1;
  wire seg7_clk = cnt[14];
  reg [2:0] seg7_addr;
  always @ (posedge seg7_clk, posedge rst)
    if (rst)
      seg7_addr <= 0;
    else
      seg7_addr <= seg7_addr + 1'b1;
  reg [7:0] o_sel_r;
  always @(*)
    case (seg7_addr)
      7 : o_sel_r = 8'b01111111;
      6 : o_sel_r = 8'b10111111;
      5 : o_sel_r = 8'b11011111;
      4 : o_sel_r = 8'b11101111;
      3 : o_sel_r = 8'b11110111;
      2 : o_sel_r = 8'b11111011;
      1 : o_sel_r = 8'b11111101;
      0 : o_sel_r = 8'b11111110;
    endcase
  reg [31:0] i_data_store;
  always @ (posedge clk, posedge rst)
    if(rst)
      i_data_store <= 0;
    else if(cs)
      i_data_store <= i_data;
  reg [7:0] seg_data_r;
  always @ (*)
    case(seg7_addr)
      0 : seg_data_r = i_data_store[3:0];
      1 : seg_data_r = i_data_store[7:4];
      2 : seg_data_r = i_data_store[11:8];
      3 : seg_data_r = i_data_store[15:12];
      4 : seg_data_r = i_data_store[19:16];
      5 : seg_data_r = i_data_store[23:20];
      6 : seg_data_r = i_data_store[27:24];
      7 : seg_data_r = i_data_store[31:28];
    endcase
  reg [7:0] o_seg_r;
  always @ (posedge clk, posedge rst)
    if (rst)
      o_seg_r <= 8'hff;
    else
      case (seg_data_r)
          4'h0 : o_seg_r <= 8'hC0;
          4'h1 : o_seg_r <= 8'hF9;
          4'h2 : o_seg_r <= 8'hA4;
          4'h3 : o_seg_r <= 8'hB0;
          4'h4 : o_seg_r <= 8'h99;
          4'h5 : o_seg_r <= 8'h92;
          4'h6 : o_seg_r <= 8'h82;
          4'h7 : o_seg_r <= 8'hF8;
          4'h8 : o_seg_r <= 8'h80;
          4'h9 : o_seg_r <= 8'h90;
          4'hA : o_seg_r <= 8'h88;
          4'hB : o_seg_r <= 8'h83;
          4'hC : o_seg_r <= 8'hC6;
          4'hD : o_seg_r <= 8'hA1;
          4'hE : o_seg_r <= 8'h86;
          4'hF : o_seg_r <= 8'h8E;
      endcase
  assign o_sel = o_sel_r;
  assign o_seg = o_seg_r;
endmodule
File: /design/flow/run.sh
#!/bin/bash
# OpenROAD 26Q1-2900-gdf79404cd8, Yosys 0.63+post, stock flow scripts
make -C /OpenROAD-flow-scripts/flow DESIGN_CONFIG=/design/flow/config.mk WORK_HOME=/design/flow/orfs finish
==> highlights.md <==
- finished, final reports clean — run status
- 300 ps — clock insertion delay at the later pin of the skew report
- 1 — synth warn
- 0 — Remaining DRCs
- 2.82% — global routing usage on met3
- 49 — Buffers on Ports
- 23.3% — Switching Share
- 15.1% — part of the power in combinational logic
- 9.63% — Complex Gates by Area
- flip-flop — capturing element type of the critical path
- 2820 ps — required arrival time at the worst endpoint
- 2170 ps — min Tclk post-route
- 64.5% — remaining max-slew budget at the tightest pin
- 4630 um — DRT Wirelength
- 3280 um — HPWL reported at the end of detailed placement
- 2 — number of H-tree branching levels
- 0 — maximum capacitance violations
- 1729 — total via count in the routed design
- 100% — proportion of synthesized flip-flops having asynchronous set or reset
- 4 — total iterations of the first detailed-routing run
- 3.63% — yosys adder share
- 0 — final slew viol count
- 0.822 — routability-driven placement congestion ratio
- 0 — antenna diode count
- 496 nW/um2 — total power per unit cell area
- 0 — Post-synth EDFFs
- 47 — Distinct lib cells used
- 0.000277 V — peak supply drop
- dfrtp_1 — Dominant flop cell
- 30 — number of warnings the tools reported
- 5.21 — Via density
- 26 — standard-cell row count
- 0 — post-cts sizing count
- 0 — tally of nets with antenna violations remaining after routing
- 58 — maximum number of pins on one net before global-route repair
- 63 — drt first-iter violations
- 53.3% — sequential cell area fraction in the yosys report
- 1.65 mW — Total Power
- 215 — Gate Count Post-Synth
- 22.9% — fraction of final layout cells with drive strength greater than 1
- no — setup repair after global routing missed its margin
- 23.3% — layout overhead on the synthesized area
- 33.9% — M1 GR Usage
- 532 ps — worst-margin pin slew
- 1140 um2 — comb. cell area
- 0 — Hold Vio Cnt, Final
- reg2reg — worst setup path category
- 5680 um2 — Die Footprint
- 1 — cell depth of the worst min-delay path
- 18.8% — GRT Overall Usage
- 83.6% — share of the clock period used by the worst path
- clkbuf_8 — CTS Root Cell
- 5 — logic depth of the worst register-to-register path
- 8 — highest net fanout along the worst path
- 421 — fillcell total
- 0 — antenna violations before repair
- 4.88% — xor/xnor share of the synthesized area
- 5140 um2 — floorplan core area
- 0 ps — Setup Total Neg Slack
- 2690 um2 — summed instance area of the synthesized netlist
- or4b_1 — highest-delay cell along the critical path
- 1.26 mW — internal power
- 11 — endpoints left unconstrained
- multiplexers — largest family of logic cells by area
- 1.36 nW — static power due to leakage
- 75.4 um — die height
- 8.70 ps — skew final
- 10.1% — simple-gate area share of the yosys netlist
- 2690 um2 — post-synth area from yosys stat
- 0 — postcts setup bufs
- 57.7% — Seq pwr share
- mux2_2 -> a221oi_1 -> a31oi_2 -> or4b_1 -> o211ai_1 — critical-path cell list
- 52.3% — effective utilization at floorplan
- 5 — Num CTS Buffers
- 7730 um — wire length of the first global-routing pass
- 100 ps — register clock-pin slew on the reported worst setup and hold paths
- 2 — Max Buffers Root-to-Sink
- 27.2% — clock group share of total power
- 1440 um2 — register area
- 384 uW — power dissipated by switching net loads
- 215 — yosys stat cell total
- reg2reg — hold crit path type
- 3 — register pins left without a clock
- 0 — total setup violations reported at the end of the flow
- met1 — most used routing layer
- 51 — I/O pin cnt
- 2400 ps — critical path data arrival time
- 0 — total grt overflow
- 580 ps — delay of the slowest critical-path stage
- 26.5% — GR Util met2
- 0 — post-cts hold-fix buffer tally
- 75.4 um — DIE WIDTH
- 460 MHz — Max Clock Freq
- 14.2% — mux share
- 13.9 um — mean routed wirelength per cell
- flip-flop — startpoint type of the worst setup path
- 57 — total of flip-flops plus latches after synthesis
- 1582 — number of global-route vias before repair
- built — clock tree from TritonCTS
- 12.5 um2 — Avg Cell Area, Syn
final timing paths:
path                                   from                to  slack, ps
hold reg to reg                     cnt[11]           cnt[11]        470
setup / recovery           i_data_store[21]        o_seg_r[0]        430
hold / removal                      cnt[11]           cnt[11]        470
min in group asynchronous               rst  i_data_store[11]        590
max in group asynchronous               rst        o_seg_r[0]       1730
setup reg to reg           i_data_store[21]        o_seg_r[0]        430
flip-flops by register name, summed over array words and instances (netlist names):
name and flops:
i_data_store 32, cnt 15, o_seg_r 7, seg7_addr 3
area by class of cell:
| type | count | area share, % |
|---|---|---|
| clock buffer | 5 | 2.07 |
| clock inverter | 2 | 0.452 |
| inverter | 11 | 1.24 |
| multi-input combinational | 135 | 34.5 |
| sequential | 57 | 43.3 |
| tap | 70 | 2.64 |
| timing repair buffer | 52 | 15.8 |
layer usage:
layer  share of wire [%]  wire (um)  vias up
li1                    -          -      863
met1                  50       2330      833
met2                  45       2090       28
met3                 3.3        154        5
met4                0.97         45        0
met5                   0          0        -
critical path, delay by kind of cell, from the launching register on:
kind | cells | cell delay, ps
AND/OR/NAND/NOR | 1 | 580
AND-OR/OR-AND | 3 | 880
multiplexers | 1 | 260
flip-flops | 1 | 380
power groups by stage:
stage	Combinational (mW)	Clock (mW)	Sequential (mW)
final	0.248	0.448	0.949
after global routing	0.276	0.498	0.959
after CTS	0.252	0.463	0.950
placed cells by master, fill, tap and decap left out, types with 3 or more instances in the layout:
master / netlist / routed
dfrtp_1: 50 / 50
clkdlybuf4s50_1: 0 / 49
mux2_2: 33 / 33
nand2_1: 13 / 13
xnor2_1: 11 / 11
inv_1: 11 / 10
nand3_1: 9 / 9
ha_1: 7 / 7
dfstp_2: 7 / 7
a22o_1: 5 / 5
clkbuf_8: 0 / 5
nor3_1: 4 / 4
nand4_1: 4 / 4
xor2_1: 4 / 4
nor2_1: 4 / 4
o21ai_0: 3 / 3
or4b_1: 3 / 3
synth_stat cells, types with 2 or more instances:
cell / instances / area share (%)
buf_2: 4 / 0.74
nand2_1: 13 / 1.8
dfstp_2: 7 / 6.8
o21ai_0: 3 / 0.56
nor3_1: 4 / 0.74
a221o_1: 2 / 0.74
nand4_1: 4 / 0.93
a31oi_2: 2 / 0.93
buf_6: 2 / 0.84
dfrtp_1: 50 / 47
or4b_1: 3 / 1.1
inv_1: 11 / 1.5
a31o_2: 2 / 0.65
a31oi_1: 2 / 0.47
nand3_1: 9 / 1.7
mux2_2: 33 / 14
xnor2_1: 11 / 3.6
nor2_1: 4 / 0.56
o22ai_1: 2 / 0.47
clkbuf_1: 5 / 0.70
xor2_1: 4 / 1.3
ha_1: 7 / 3.3
a22oi_1: 2 / 0.56
o211ai_1: 2 / 0.56
a22o_1: 5 / 1.6
logic make-up after synthesis:
logic type | after synthesis
other | 1
AND/OR/NAND/NOR | 48
XOR/XNOR | 15
buffers and inverters | 23
flip-flops | 57
adder cells (fa/ha/maj) | 8
multiplexers | 34
AND-OR/OR-AND | 29
stage by stage:
step                hold slack (ps)  instances  utilization (%)  setup WS [ps]  cell area [um2]
finish                          469        332             64.6            426             3320
floorplan                       434        215                -            685             2690
global placement                453        325             62.9            518             3230
global route                    482        332             64.6            314             3320
detailed placement              455        325             62.9            452             3230
CTS                             472        332             64.6            427             3320
Power and IR drop assume default switching activity.
